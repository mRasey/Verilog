`/design/flow/config.mk`:
```
export PLATFORM = sky130hd
export DESIGN_NAME = alu
export DESIGN_NICKNAME = alu
export VERILOG_FILES = /design/flow/design.v
export SDC_FILE = /design/flow/constraint.sdc
export NUM_CORES = 4
export LEC_CHECK = 1
export CORE_UTILIZATION = 30
```
`/design/flow/constraint.sdc`:
```
current_design alu

set clk_period 15.5
set clk_io_pct 0.2

create_clock -name clk0 -period $clk_period

set non_clock_inputs [all_inputs -no_clocks]
set_input_delay [expr $clk_period * $clk_io_pct] -clock clk0 $non_clock_inputs
set_output_delay [expr $clk_period * $clk_io_pct] -clock clk0 [all_outputs]
```
`/design/flow/design.v`:
```
`timescale 1ns / 1ps
module alu(
	A, B, ALUOp_EX,  
	Result, Over, Great, Less, Zero  
    );
	input [31:0] A;
	input [31:0] B;
	input [4:0] ALUOp_EX;
	output [31:0] Result;
	output Over;
	output Zero;
	output Great;
	output Less;
	wire [63:0] sra_result = $signed({{32{B[31]}}, B}) >> $signed(A[4:0]);
	assign Result = (ALUOp_EX == 5'b00000) ? ($signed(A) + $signed(B))  
			   	  : (ALUOp_EX == 5'b00001) ? ($signed(A) - $signed(B))  
			   	  : (ALUOp_EX == 5'b00010) ? (A | B)  
			   	  : (ALUOp_EX == 5'b00011) ? (A & B)  
			   	  : (ALUOp_EX == 5'b00100) ? (A ^ B)  
			   	  : (ALUOp_EX == 5'b00101) ? ~(A | B)  
			   	  : (ALUOp_EX == 5'b00110) ? $signed(B) << $signed(A[4:0])  
			   	  : (ALUOp_EX == 5'b00111) ? $signed(B) >> $signed(A[4:0])  
			   	  : (ALUOp_EX == 5'b01000) ? sra_result[31:0]  
			   	  : (ALUOp_EX == 5'b01001) ? $signed(B) << $signed(A[4:0])   
			   	  : (ALUOp_EX == 5'b01010) ? $signed(B) >> $signed(A[4:0])   
			   	  : (ALUOp_EX == 5'b01011) ? sra_result[31:0]  
			   	  : (ALUOp_EX == 5'b01100) ? (($signed(A) < $signed(B)) ? 1 : 0)  
			   	  : (ALUOp_EX == 5'b01101) ? (($signed(A) < $signed(B)) ? 1 : 0)  
			   	  : (ALUOp_EX == 5'b01110) ? ((A < B) ? 1 : 0)  
			   	  : (ALUOp_EX == 5'b10000) ? (A + B)  
			   	  : (ALUOp_EX == 5'b10001) ? (A - B)  
			   	  : ((A < B) ? 1 : 0);  
	wire [32:0] add_result = $signed({A[31], A}) + $signed({B[31], B});
	wire [32:0] sub_result = {A[31], A} - {B[31], B};
	assign Zero = ($signed(A) == $signed(B));
	assign Great = ($signed(A) > $signed(B));
	assign Less = ($signed(A) < $signed(B));
	assign Over = ((ALUOp_EX == 5'b00000) & (add_result[32] != add_result[31]))
				| ((ALUOp_EX == 5'b00001) & (sub_result[32] != sub_result[31]));
endmodule
```
`/design/flow/run.sh`:
```
#!/bin/bash
# OpenROAD 26Q1-2900-gdf79404cd8, Yosys 0.63+post, stock flow scripts
make -C /OpenROAD-flow-scripts/flow DESIGN_CONFIG=/design/flow/config.mk WORK_HOME=/design/flow/orfs finish
```
==> flow_summary.toml <==
# implementation run metrics
[final_timing]
slew_headroom_pct = 29.6
rsz0062_at_grt = "no"
final.setup.tns_ns = 0
layout_setup_ws_ns = 4.36
fmax_mhz = 89.8
min_period_ns = 11.14
worst_slew_pin_slew_ns = 1.03
maxSlewViolCount = 0
hold_violations = 0
finalCritPeriodShare_pct = 71.9
finalSetupViolCount = 0

[critical_path]
worstPathArrival_ns = 8.04
worstSetupPathType = "in2out"
cp_max_fo = 66
end_kind = "primary output"
required_ns = 12.40
cp-startpoint = "A[4]"
crit_path_start_kind = "primary input"

[detailed_routing]
drtPass1Iterations = 25
routed_wl_um = 59400
detail-route-antenna-nets = 0
antenna_cells = 0
wire_per_inst_um = 28.3
route.detailed.drc = 0
vias = 13600
via_per_inst = 6.47
drt_iter0_drc = 1561

[hold_path]
holdCritStartpoint = "ALUOp_EX[1]"
min_path_type = "in2out"
hold_depth = 4
worstHoldEndpoint = "Result[22]"

[pwr]
pwr-share-clk_pct = 0
powerDensity_nw_per_um2 = 40.8
p_leak_uw = 0.00480
p_sw_uw = 308
seqPwrFrac_pct = 0
swShare_pct = 61.9
power_frac_comb_pct = 100.0
peakVddDrop_v = 0.0000223
p_total_uw = 498
internal_power_uw = 189

[cts]
ctsResizeCount = 0
cts_setup_buffers = 0
ctsHoldBuffers = 0

[floorplan]
num_rows = 69
core_area_um2 = 35700
ios = 105
dieHeight_um = 193
die_w_um = 193
fp-utilization_pct = 30.6
die-area_um2 = 37100

[finish]
stdcell_area_um2 = 12200
synthToLayoutAreaGrowth_pct = 11.9
drive_gt1_share_pct = 8.54
flops = 0
register_area_um2 = 0
nClkBuffers = 0

[flow_run]
tool_warnings = 97
drv_cap = 0

[synthesis]
ys_seq_share_pct = 0
synth_area_leader_cell = "mux4_2"
synthDistinctLibCells = 91
ys_warn_count = 0
syn_area_per_cell_um2 = 6.69
yosys-stat-cells = 1630
synth_area_um2 = 10900
synthCells = 1630
area_leaders = "mux4_2, ha_1, a21oi_1, nor2_1, nand2_1"
yosysChipArea_um2 = 10900
synth_top_area_share_pct = 11.2

[global_route]
track_usage_pct = 32.4
gr-total-overflow = 0
grt_pass1_vias = 12600
antenna_found_initial = 0
grt_max_degree = 67
grt_pass1_wl_um = 86200

[placed_design]
io_buffers = 105
dp_slack_ns = 4.59
place.gp.congestion = 1.05
place_hpwl_um = 46500
place_area_um2 = 12200

[status]
status = "finished, final reports clean"
## worst max path at each step
stage / to / slack (ns)
final: Result[26] / 4.36
after CTS: Result[26] / 4.56
after global routing: Result[16] / 4.18
## through the flow
step	cells	util, %	hold slack, ns
2_1_floorplan	1630	-	6.47
3_3_place_gp	2100	34.2	7.19
3_5_place_dp	2100	34.2	7.19
4_1_cts	2100	34.2	7.19
5_1_grt	2100	34.2	7.20
6_report	2100	34.2	7.19
## power by group through the flow
stage     Sequential (uW)  Clock, uW  Combinational, uW
6_report                0          0                498
5_1_grt                 0          0                530
4_1_cts                 0          0                486
## cell usage in the layout, fill, tap and decap left out, drive strengths merged, types with 5 or more instances in the layout
master / count
nor2: 183
a21oi: 176
a2111oi: 7
o21bai: 9
xnor2: 43
o22ai: 35
nand4: 13
a211oi: 21
buf: 41
nor4: 10
nand2: 148
or3: 15
o221ai: 24
nor2b: 11
mux2: 15
o311ai: 5
o21a: 10
a22oi: 8
xor2: 6
o22a: 6
a221oi: 22
o211ai: 22
mux4: 57
o21ai: 147
a211o: 9
clkdlybuf4s50: 98
nand2b: 13
inv: 112
a21o: 17
a21boi: 6
nor3: 41
nand3: 35
o31ai: 14
ha: 97
a31oi: 20
mux2i: 54
and3: 5
a221o: 10
## logic make-up after synthesis
logic type | after synthesis | synth area share [%]
xor+xnor | 49 | 3.94
mux | 126 | 18.4
fa+ha+maj | 99 | 11.5
buf+inv | 242 | 8.99
simple gates | 498 | 20.5
compound gates | 616 | 36.7
## layout make-up
cell class / instances / area [um2]
Fill cell: 3932 / 23500
Inverter: 112 / 420
Multi-Input combinational cell: 1388 / 9930
Tap cell: 461 / 577
Timing Repair Buffer: 139 / 1270
## cells in the mapped netlist, types with 4 or more instances
cell type,number
nor2_1,183
a21oi_1,174
nand2_1,148
o21ai_0,110
inv_1,98
ha_1,97
clkbuf_1,84
mux2i_1,54
mux4_2,54
xnor2_1,43
nor3_1,40
o21ai_1,37
nand3_1,35
o22ai_1,34
o221ai_1,24
a221oi_1,22
o211ai_1,22
buf_1,21
a211oi_1,20
a31oi_1,20
a21o_1,17
buf_2,15
or3_1,15
inv_2,14
nand2b_1,13
nand4_1,13
o31ai_1,13
nor2b_1,11
a221o_1,10
mux2_2,10
nor4_1,10
o21a_1,10
a211o_1,9
o21bai_1,9
a22oi_1,8
a2111oi_0,6
buf_4,6
o22a_1,6
xor2_1,6
and3_1,5
buf_6,4
mux2_1,4
or4_1,4
## worst max-delay path, cell delays in order
cell             delay [ns]
buf_2                  0.07
buf_4                  0.52
inv_2                  0.40
ha_1                   0.53
nor2_1                 0.47
o21ai_0                0.25
a21oi_1                0.47
o21ba_1                0.29
o21ai_1                0.15
a211oi_1               0.49
or3_1                  0.20
o221ai_1               0.16
a22o_1                 0.22
a31oi_1                0.14
clkdlybuf4s50_1        0.48
## metal layers
layer | global-route usage (%) | part of all wire [%]
met2 | 49.7 | 45
met4 | 12.7 | 4.8
met3 | 3.51 | 8.1
met5 | 0 | 0
met1 | 46.7 | 43
No activity file was given, so power comes from the tool's default toggle rates.
